$ cat constraint.sdc
current_design aska_npg

set clk_period 6.2
set clk_io_pct 0.2

create_clock -name clk0 -period $clk_period [get_ports {clk}]

set non_clock_inputs [all_inputs -no_clocks]
set_input_delay [expr $clk_period * $clk_io_pct] -clock clk0 $non_clock_inputs
set_output_delay [expr $clk_period * $clk_io_pct] -clock clk0 [all_outputs]
$ cat design.v
module aska_npg (
    input clk,
    input resetn,
    input [5:0] amplitude,  
    input [11:0] freq,  
    input [2:0] phaseDuration,  
    input [5:0] ramp,  
    input [9:0] ramp_factor,  
    input [7:0] ON_time,  
    input [9:0] OFF_time,  
    input [31:0] electrode1,
    input [31:0] electrode2,
    input enable,
    output reg [31:0] up_switches,   
    output reg [31:0] down_switches,  
    output [5:0] DAC,
    output pulse_active);  
reg [11:0]freq_count;
wire freq_count_ready;
always @(posedge clk or negedge resetn) begin
    if (resetn == 1'b0) begin
        freq_count <= 11'b000_0000_0000;        
    end else begin
        if (enable) begin
            if (freq_count < freq) begin
                freq_count <= freq_count + 1;    
            end else begin
                freq_count <= 11'b000_0000_0000;
            end            
        end
    end
end
assign freq_count_ready = (freq_count == freq) ? 1'b1 : 1'b0;
reg pulse_start;
reg pulse_aux;
always @(posedge clk or negedge resetn) begin
    if (resetn == 1'b0) begin
        pulse_start <= 1'b0;
        pulse_aux   <= 1'b0;
    end else begin
        if (freq_count_ready == 1'b1) begin
            pulse_aux <= 1'b1;           
        end else begin
            pulse_aux <= 1'b0;
        end
        pulse_start <= pulse_aux;
    end
end
reg [2:0] phase_up_count;
reg phase_up_state;
wire phase_up_count_ready;
always @(posedge clk or negedge resetn) begin
    if (resetn == 1'b0) begin
        phase_up_count <= 3'b000;        
        phase_up_state <= 1'b0;
    end else begin
        if (pulse_start) begin
            phase_up_state <= 1'b1;
            phase_up_count <= phase_up_count + 1;
        end else if (phase_up_state == 1'b1) begin
            if (phase_up_count < phaseDuration) begin
                phase_up_count <= phase_up_count + 1;    
            end else begin
                phase_up_count <= 3'b000;
                phase_up_state <= 1'b0;
            end
        end
    end
end
assign phase_up_count_ready = (phase_up_count == phaseDuration) ? 1'b1 : 1'b0;
reg phase_pause_ready;
always @(posedge clk or negedge resetn) begin
    if (resetn == 1'b0) begin
        phase_pause_ready <= 1'b0;
    end else begin
        if (phase_up_count_ready == 1'b1) begin
            phase_pause_ready <= 1'b1;    
        end else if (phase_pause_ready == 1'b1) begin
            phase_pause_ready <= 1'b0;
        end
    end
end
reg [2:0] phase_down_count;
reg phase_down_state;
wire phase_down_count_ready;
always @(posedge clk or negedge resetn) begin
    if (resetn == 1'b0) begin
        phase_down_count <= 3'b000;        
        phase_down_state <= 1'b0;
    end else begin
        if (phase_pause_ready) begin
            phase_down_state <= 1'b1;
            phase_down_count <= phase_down_count + 1;
        end else if (phase_down_state == 1'b1) begin
            if (phase_down_count < phaseDuration) begin
                phase_down_count <= phase_down_count + 1;    
            end else begin           
                phase_down_count <= 3'b000;
                phase_down_state <= 1'b0;
            end
        end
    end
end
assign phase_down_count_ready = (phase_down_count == phaseDuration) ? 1'b1 : 1'b0;
always @(*) begin
    if (phase_up_state) begin
        up_switches = electrode1;
        down_switches = electrode2;
    end else if (phase_down_state) begin
        up_switches = electrode2;
        down_switches = electrode1;    
    end else begin 
        up_switches = 0;        
        down_switches = 0;        
    end  
end
assign pulse_active = |up_switches;
reg [2:0] on_off_ctrl;
parameter IDLE = 3'b000;
parameter UP =   3'b001;
parameter ON =   3'b011;
parameter DOWN = 3'b010;
parameter OFF =  3'b110;
wire UP_ready;
wire ON_ready;
wire DOWN_ready;
wire OFF_ready;
wire [5:0] UP_amplitude;
wire [5:0] DOWN_amplitude;
reg [5:0] DAC_cont;
always @(posedge clk or negedge resetn) begin
    if (resetn == 1'b0) begin
        on_off_ctrl <= IDLE;        
        DAC_cont <= 6'b00_0000;
    end else begin
        case (on_off_ctrl)
            IDLE:   if (enable == 1'b0) begin
                        on_off_ctrl <= IDLE;
                        DAC_cont <= 6'b00_0000; 
                    end else begin
                        on_off_ctrl <= UP;
                    end
            UP:     if (enable == 1'b0) begin
                        on_off_ctrl <= IDLE;
                    end else begin
                        if (UP_ready == 1'b1) begin
                            on_off_ctrl <= ON;                            
                        end else begin
                            on_off_ctrl <= UP;
                            DAC_cont <= UP_amplitude; 
                        end
                    end
            ON:     if (enable == 1'b0) begin
                        on_off_ctrl <= IDLE;
                    end else begin
                        if (ON_ready == 1'b1) begin
                            on_off_ctrl <= DOWN;
                        end else begin
                            on_off_ctrl <= ON;
                            DAC_cont <= amplitude; 
                        end    
                    end
            DOWN:   if (enable == 1'b0) begin
                        on_off_ctrl <= IDLE;
                    end else begin
                        if (DOWN_ready == 1'b1) begin
                            on_off_ctrl <= OFF;
                        end else begin
                            on_off_ctrl <= DOWN;
                            DAC_cont <= DOWN_amplitude; 
                        end    
                    end             
            OFF:    if (enable == 1'b0) begin
                        on_off_ctrl <= IDLE;
                    end else begin
                        if (OFF_ready == 1'b1) begin
                            on_off_ctrl <= UP;
                        end else begin
                            on_off_ctrl <= OFF;
                            DAC_cont <= 6'b00_0000; 
                        end    
                    end   
            default: on_off_ctrl <= IDLE;
        endcase
    end
end
assign DAC = pulse_active ? DAC_cont : 6'b00_0000;
reg [5:0] UP_count;
reg [9:0] UP_accumulator;
always @(posedge clk or negedge resetn) begin
    if (resetn == 1'b0) begin
        UP_count <= 6'b00_0000;        
        UP_accumulator <= 10'b00_0000_0000;
    end else begin
        if (enable == 1'b0) begin
            UP_count <= 6'b00_0000;        
            UP_accumulator <= 10'b00_0000_0000;
        end else if (on_off_ctrl == UP) begin            
            if (UP_count < ramp) begin
                if (freq_count_ready == 1'b1) begin
                    UP_count <= UP_count + 1;
                    UP_accumulator <= UP_accumulator + ramp_factor;
                end    
            end else begin
                UP_count <= 6'b00_0000;                
                UP_accumulator <= 10'b00_0000_0000;
            end
        end
    end
end
assign UP_ready = (UP_count == ramp) ? 1'b1 : 1'b0;
assign UP_amplitude = UP_accumulator[9:4];
reg [7:0] ON_count;
always @(posedge clk or negedge resetn) begin
    if (resetn == 1'b0) begin
        ON_count <= 8'b0000_0000;        
    end else begin
        if (enable == 1'b0) begin
            ON_count <= 8'b0000_0000;  
        end else if (on_off_ctrl == ON) begin            
            if (ON_count < ON_time) begin
                if (freq_count_ready == 1'b1) begin
                    ON_count <= ON_count + 1;
                end    
            end else begin
                ON_count <= 8'b0000_0000;                
            end
        end
    end
end
assign ON_ready = (ON_count == ON_time) ? 1'b1 : 1'b0;
reg [5:0] DOWN_count;
reg [9:0] DOWN_accumulator;
always @(posedge clk or negedge resetn) begin
    if (resetn == 1'b0) begin
        DOWN_count <= 6'b00_0000;        
        DOWN_accumulator <= 10'b00_0000_0000;
    end else begin
         if (enable == 1'b0) begin
            DOWN_count <= 6'b00_0000;        
            DOWN_accumulator <= 10'b00_0000_0000;
         end else if (on_off_ctrl == DOWN) begin            
            if (DOWN_count < ramp) begin
                if (freq_count_ready == 1'b1) begin
                    DOWN_count <= DOWN_count + 1;
                    DOWN_accumulator <= DOWN_accumulator + ramp_factor;
                end    
            end else begin
                DOWN_count <= 6'b00_0000;                
                DOWN_accumulator <= 10'b00_0000_0000;
            end
        end
    end
end
assign DOWN_ready = (DOWN_count == ramp) ? 1'b1 : 1'b0;
assign DOWN_amplitude = amplitude - DOWN_accumulator[9:4];
reg [9:0] OFF_count;
always @(posedge clk or negedge resetn) begin
    if (resetn == 1'b0) begin
        OFF_count <= 10'b00_0000_0000;        
    end else begin
        if (enable == 1'b0) begin
            OFF_count <= 10'b00_0000_0000; 
        end else if (on_off_ctrl == OFF) begin            
            if (OFF_count < OFF_time) begin
                if (freq_count_ready == 1'b1) begin
                    OFF_count <= OFF_count + 1;
                end    
            end else begin
                OFF_count <= 10'b00_0000_0000;                
            end
        end
    end
end
assign OFF_ready = (OFF_count == OFF_time) ? 1'b1 : 1'b0;
endmodule
$ cat config.mk
export PLATFORM = sky130hd
export DESIGN_NAME = aska_npg
export DESIGN_NICKNAME = aska_npg
export VERILOG_FILES = /design/flow/design.v
export SDC_FILE = /design/flow/constraint.sdc
export NUM_CORES = 4
export LEC_CHECK = 1
export CORE_UTILIZATION = 50
$ cat run.sh
#!/bin/bash
# OpenROAD 26Q1-2900-gdf79404cd8, Yosys 0.63+post, stock flow scripts
make -C /OpenROAD-flow-scripts/flow DESIGN_CONFIG=/design/flow/config.mk WORK_HOME=/design/flow/orfs finish
==> flow_metrics.py <==
# Flow results
metrics = {
    "clock_tree": {
        "tritoncts": "yes",
        "hold_buffers": 0,
        "path_clk_slew_ns": 0.06,
        "ctsResizeCount": 0,
        "htree_levels": 3,
        "clk_latency_ns": 0.34,
        "cts_root_buffer": "clkbuf_16",
        "cts_made_buffers": 9,
        "clk_path_buf_depth": 2,
        "cts_num_sinks": 84,
        "cts_setup_buffers": 0,
    },
    "finish": {
        "drive_gt1_frac": 0.0499,
        "fin_area_mm2": 0.00933,
        "final_util": 0.696,
        "area_growth_pct": 33.7,
    },
    "placed_design": {
        "numPortBuffers": 192,
        "dpl_cell_area_mm2": 0.00903,
        "pre_cts_ws_ns": 1.07,
        "gp_congestion": 0.983,
        "dp.final_hpwl_um": 15800,
    },
    "floorplanning": {
        "die_area_mm2": 0.0144,
        "die_w_um": 120,
        "fp_util": 0.520,
        "ios": 193,
        "die_y_um": 120,
        "core_mm2": 0.0134,
        "core.rowCount": 42,
    },
    "job": {
        "maxCapViolations": 0,
        "warnings": 26,
    },
    "global_route": {
        "grt_pass1_wl_um": 33100,
        "gr-usage-met2": 0.488,
        "use_met3": 0.0626,
        "grt_use_total": 0.298,
        "gr-usage-met1": 0.404,
        "grt_antenna_before_repair": 2,
        "busiest_layer": "met2",
        "grt-ovfl-total": 0,
        "grt_pass1_vias": 6638,
        "grt_max_degree": 55,
    },
    "detailed_routing": {
        "dr.first_iter.drc_count": 366,
        "drc_errors": 0,
        "totalWireLength_um": 20300,
        "firstDrtPassIters": 5,
        "routed_via_density": 6.03,
        "vias": 6870,
        "postRouteAntennaNets": 0,
        "wire_per_inst_um": 17.9,
    },
    "final_timing": {
        "fin_crit_sh": 0.823,
        "finalWorstSetupSlack_ns": 1.09,
        "worstMarginPinSlew_ns": 0.765,
        "slew_headroom": 0.490,
        "fmax_ghz": 0.196,
        "finalMaxSlewViolations": 0,
        "finalSetupTns_ns": 0,
        "skew_ns": 0.00622,
        "rsz0062_at_grt": "no",
        "setup_viol": 0,
        "finalHoldViolCount": 0,
        "layout_min_cycle_time_ns": 5.11,
    },
    "synth": {
        "synth-main-ff-cell": "dfrtp_1",
        "top_area_cell": "dfrtp_1",
        "post_synth.cell_area_avg_um2": 8.94,
        "synth-edff-count": 0,
        "ys_ff": 84,
        "ys_chip_area_mm2": 0.00697,
        "top_area_frac": 0.298,
        "area_leaders": "dfrtp_1 (30%), ha_1 (14%), a22o_1 (9.8%)",
        "postSynthSeqShare": 0.302,
        "yosys_warnings": 1,
        "ys_cells": 780,
        "syn_inst": 780,
        "synthArstFlopShare": 1.00,
        "synth_cell_types": 69,
        "synth_area_mm2": 0.00697,
    },
    "power_and_ir_drop": {
        "leakage_uw": 0.00426,
        "peakVddDrop_mv": 0.133,
        "cellPowerDensity_mw_per_mm2": 202,
        "power_uw": 1880,
    },
    "outcome": {
        "status": "complete, no violations",
    },
    "critical_path": {
        "crit_chain": "clkdlybuf4s50_1 > nor4_1 > nand3_1 > o21ai_0 > a21oi_1 > nor4_2 > nor2b_1 > clkdlybuf4s50_1",
        "cpMostUsedCell": "clkdlybuf4s50_1",
        "critPathKind": "in -> out",
        "max_stage_delay_ns": 0.59,
        "cpMaxStageDelayCell": "nor4_2",
        "worstPathMaxFanout": 7,
        "critPathArrivalTime_ns": 3.87,
        "crit_path_start_kind": "primary input",
        "r2r_slack_ns": 3.07,
        "required_ns": 4.96,
        "critPathTopFamily": "simple AND/OR/NAND/NOR gates",
        "critPathBufInv": 2,
        "endpoint_kind": "primary output",
    },
    "worst_hold_path": {
        "hp-class": "reg -> reg",
    },
}
==> placed cells by master, fill, tap and decap left out, types with 9 or more instances in the layout <==
cell and instances:
a22o_1 78, inv_1 89, o2bb2ai_1 14, nor2b_1 12, xnor2_1 16, dfrtp_1 82, nor2_1 32, clkdlybuf4s50_1 191
nand2_1 29, xor2_1 14, a21o_1 17, nand4_1 21, a21oi_1 42, clkbuf_16 9, nor3_1 9, nand3_1 31
o22ai_1 9, or3_1 10, o21ai_0 30, nor4_1 13, ha_1 77
==> power breakdown <==
| group | internal, uW | switching, uW |
|---|---|---|
| clock | 313 | 221 |
| sequential | 587 | 45.8 |
| combinational | 431 | 283 |
==> cells in the mapped netlist, types with 5 or more instances <==
cell type and n:
xor2_1 14, nand3_1 31, a222oi_1 5, nand2b_1 8, nor2b_1 13, a21o_1 17
o21ai_0 30, clkbuf_1 25, mux2i_1 7, or3_1 10, ha_1 77, nand2_1 29
inv_1 89, mux2_2 5, a211o_1 5, nor3_1 9, a22o_1 78, buf_2 6
dfrtp_1 83, and2_1 6, o2bb2ai_1 14, nand4_1 21, and3_1 7, nor2_1 32
o22ai_1 9, a31oi_1 8, nor4_1 13, xnor2_1 16, a21oi_1 42
==> routing by layer <==
layer / part of all wire / wire length, um
met1: 0.40 / 8220
met2: 0.48 / 9680
met4: 0.036 / 736
met5: 0 / 0
met3: 0.084 / 1710
==> stage by stage <==
| stage | std cells | hold WS [ns] |
|---|---|---|
| final | 1139 | 0.351 |
| after global routing | 1139 | 0.364 |
| after CTS | 1137 | 0.351 |
| after detailed placement | 1121 | 0.336 |
| after global placement | 1121 | 0.332 |
| after floorplan | 780 | 0.331 |
==> final timing paths <==
kind	start	end	depth (start not counted)
min in group asynchronous	resetn	DOWN_accumulator[2]	1
worst min-delay path	pulse_aux	pulse_start	0
worst max-delay path	electrode2[12]	DAC[5]	8
worst max register to register	freq_count[9]	UP_accumulator[4]	7
max in group asynchronous	resetn	ON_count[6]	2
worst min register to register	pulse_aux	pulse_start	0
==> registers in the layout, summed over array words and instances, names as in the netlist <==
register and count:
pulse_aux 1, DOWN_accumulator 10, phase_up_state 1, phase_down_state 1, phase_pause_ready 1, UP_count 6
UP_accumulator 10, DOWN_count 6, phase_up_count 3, on_off_ctrl 5, DAC_cont 6, phase_down_count 3
pulse_start 1, freq_count 12, OFF_count 10, ON_count 8
==> cell type report <==
class / instances / area, um^2
Tap cell: 176 / 220
Clock buffer: 10 / 229
Fill cell: 1026 / 4070
Clock inverter: 6 / 65.1
Antenna cell: 2 / 5.00
Sequential cell: 84 / 2100
Multi-Input combinational cell: 571 / 4380
Inverter: 91 / 354
Timing Repair Buffer: 199 / 1970
==> logic make-up after synthesis <==
kind of cell / after synthesis / share of synthesized area
AOI/OAI and AO/OA: 254 / 0.272
and+or+nand+nor: 195 / 0.152
buffers and inverters: 125 / 0.0718
DFF: 84 / 0.302
adders and majority gates: 80 / 0.147
xor gates and xnor gates: 30 / 0.0377
muxes: 12 / 0.0181
Power is estimated from default activity; no workload was simulated.
