--- /design/flow/design.v ---
	module aska_spi (
			input clk,    
			input resetn,  
			input SPI_CS,  
			input SPI_Clk,  
			input SPI_MOSI,  
			input [1:0] IC_addr,  
			output reg [31:0] conf0,
			output reg [31:0] conf1,
			output reg [31:0] ele1,
			output reg [31:0] ele2
			);
		reg [39:0] Rx_data_temp;
		always @(posedge SPI_Clk or negedge resetn) begin
			if (resetn == 1'b0) begin
                Rx_data_temp <= 0;				
			end else begin
                if (SPI_CS == 1'b0) begin                   
                    Rx_data_temp <= {Rx_data_temp[38:0],SPI_MOSI};	                                        
                end
			end		
		end
        reg [5:0] Rx_count;
        always @(posedge SPI_Clk or posedge SPI_CS) begin
			if (SPI_CS == 1'b1) begin
				Rx_count <= 5'b0_0000;                
			end else begin
                Rx_count <= Rx_count + 1;
			end		
		end
		wire [1:0] IC_addr_received;
		assign IC_addr_received = Rx_data_temp[39:38];
		wire IC_selected;
		assign IC_selected = (IC_addr == IC_addr_received) ? 1'b1 : 1'b0;
        wire [1:0]addr;
		assign addr = Rx_data_temp[33:32];
		reg [31:0] conf0_asyn;
		reg [31:0] conf1_asyn;
		reg [31:0] ele1_asyn;
		reg [31:0] ele2_asyn;
        always @(posedge SPI_CS or negedge resetn) begin
            if (resetn == 1'b0) begin
				conf0_asyn <= 0;
				conf1_asyn <= 0;
				ele1_asyn <= 0;
				ele2_asyn <= 0;                
            end else begin
                if (Rx_count == 40 && IC_selected) begin 
					case (addr)
						2'b00 : conf0_asyn <= Rx_data_temp[31:0];
						2'b01 : conf1_asyn <= Rx_data_temp[31:0];
						2'b10 : ele1_asyn <= Rx_data_temp[31:0];
						2'b11 : ele2_asyn <= Rx_data_temp[31:0];  						
					endcase                                                      
                end                
            end
        end
		reg [31:0] conf0_meta;
		reg [31:0] conf1_meta;
		reg [31:0] ele1_meta;
		reg [31:0] ele2_meta;
		always @(posedge clk or negedge resetn) begin
			if (resetn == 1'b0) begin
				conf0 <= 0;
				conf0_meta <= 0;
				conf1 <= 0;
				conf1_meta <= 0;
				ele1 <= 0;
				ele1_meta <= 0;
				ele2 <= 0;
				ele2_meta <= 0;
			end else begin
				conf0_meta <= conf0_asyn;
				conf0 <= conf0_meta;
				conf1_meta <= conf1_asyn;
				conf1 <= conf1_meta;
				ele1_meta <= ele1_asyn;
				ele1 <= ele1_meta;
				ele2_meta <= ele2_asyn;
				ele2 <= ele2_meta;
			end
		end
	endmodule
--- /design/flow/run.sh ---
#!/bin/bash
# OpenROAD 26Q1-2900-gdf79404cd8, Yosys 0.63+post, stock flow scripts
make -C /OpenROAD-flow-scripts/flow DESIGN_CONFIG=/design/flow/config.mk WORK_HOME=/design/flow/orfs finish
--- /design/flow/config.mk ---
export PLATFORM = sky130hd
export DESIGN_NAME = aska_spi
export DESIGN_NICKNAME = aska_spi
export VERILOG_FILES = /design/flow/design.v
export SDC_FILE = /design/flow/constraint.sdc
export NUM_CORES = 4
export LEC_CHECK = 1
export CORE_UTILIZATION = 30
--- /design/flow/constraint.sdc ---
current_design aska_spi

set clk_period 4.7
set clk_io_pct 0.2

create_clock -name clk0 -period $clk_period [get_ports {SPI_CS}]
create_clock -name clk1 -period $clk_period [get_ports {SPI_Clk}]
create_clock -name clk2 -period $clk_period [get_ports {clk}]

set non_clock_inputs [all_inputs -no_clocks]
set_input_delay [expr $clk_period * $clk_io_pct] -clock clk0 $non_clock_inputs
set_output_delay [expr $clk_period * $clk_io_pct] -clock clk0 [all_outputs]
==> flow_summary.json <==
{
  "status": "finished clean",
  "comb_area_mm2": 0.00205,
  "slowest_delay_ps": 260,
  "first_global_vias": 6662,
  "ir_worst_vdd_v": 0.000322,
  "crit_family": "buffers and inverters",
  "wl_per_cell_um": 16.5,
  "worstMarginPinSlew_ps": 732,
  "fp_util": 0.307,
  "setup_ws_ps": 1820,
  "synth_cells": 641,
  "ant_nets": 0,
  "regArea_mm2": 0.0108,
  "fa_ha_area_frac": 0.00193,
  "cts_resized": 0,
  "yosys_warnings": 1,
  "io_buffer_count": 132,
  "setup_viol": 0,
  "crit_type": "clock port to flip-flop",
  "crit_slowest_cell": "mux2_2",
  "clkTransAtPathRegs_ps": 80,
  "fin_setup_tns_ps": 0,
  "yosysCellCount": 641,
  "power.internal_uw": 10200,
  "synth_area_per_cell_um2": 20.2,
  "drive_above_1_share": 0.246,
  "compound_area_frac": 0,
  "rsz0062_at_grt": "no",
  "antenna_found_initial": 0,
  "post-place-ws_ps": 1380,
  "syn_area_mm2": 0.0130,
  "vias": 5837,
  "post_cts_buffers": 0,
  "min-delay-path-class": "clock port to flip-flop",
  "dp_hpwl_um": 12300,
  "diodes": 0,
  "cp-end-kind": "flip-flop",
  "grt_max_degree": 125,
  "crit_buf_inv": 3,
  "synth_cell_types": 19,
  "logic_family": "multiplexers",
  "die_w_um": 210,
  "cp_max_fo": 5,
  "die_h_um": 210,
  "simple_gate_area_frac": 0.00560,
  "comb_power_share": 0.136,
  "synthMuxAreaShare": 0.146,
  "dr.pass1.iters": 2,
  "critPathMostFrequentCell": "clkbuf_16",
  "hold_buffers": 0,
  "layout_top_cell": "dfrtp_1",
  "layout_top_cells": "dfrtp_1, clkdlybuf4s50_1, mux2_2",
  "dieArea_mm2": 0.0440,
  "path_cells": "clkbuf_16 > clkbuf_16 > clkbuf_16 > mux2_2",
  "p_sw_frac": 0.245,
  "relSlewSlack": 0.512,
  "p_sw_uw": 3320,
  "synth_top_cell_by_area": "dfrtp_1",
  "io_pins": 135,
  "grt_first_pass_wirelength_um": 37400,
  "clkPwrFrac": 0.391,
  "yosys_area_mm2": 0.0130,
  "warnings": 73,
  "slew_viol_final": 0,
  "power_density_mw_per_mm2": 797,
  "grt_usage": 0.116,
  "worst-endpoint-required_ps": 4890,
  "drc": 0,
  "finalWirelength_um": 23200,
  "p_seq_frac": 0.474,
  "ys_seq_frac": 0.831,
  "synth.top_cell.area_share": 0.831,
  "drt_iter0_drc": 266,
  "core_mm2": 0.0422,
  "p_leak_uw": 0.00757,
  "rows": 75,
  "hold_violations": 0,
  "fin_skew_ps": 21.0,
  "via_per_inst": 4.14,
  "synth_flops": 430,
  "cts_tree": "built",
  "gp_congestion": 0.747,
  "num-fill-cells": 3706,
  "start_kind": "clock port",
  "maxCapViolCount": 0,
  "worstPathArrival_ps": 3070,
  "yosys.area_share.xor_xnor": 0.00406,
  "area_delta_synth_final_pct": 31.5,
  "topCellsByArea": "dfrtp_1, mux2_2, mux2_1",
  "grt_overflow": 0
}
[stage by stage]
stage	total power [uW]	hold slack (ps)	util	area (um2)	std cells
floorplan	7280	331	-	13000	641
detailed placement	8820	159	0.353	14900	1299
finish	13600	282	0.403	17000	1410
global placement	8790	159	0.353	14900	1299
CTS	13900	285	0.403	17000	1410
global route	14400	291	0.403	17000	1410
[worst reg2reg max path, stage by stage (launching register included)]
cell,delay (ps)
dfrtp_1,410
inv_1,90
ha_1,150
nand3_1,80
nor2_1,170
and4b_2,660
buf_4,420
mux2_1,370
[layer usage]
layer / global-route usage / vias up / share of wire
met2: 0.152 / 176 / 0.44
met3: 0.0527 / 82 / 0.080
met1: 0.169 / 3014 / 0.43
li1: - / 2565 / -
met5: 0 / - / 0
met4: 0.0586 / 0 / 0.050
[sequential cells by signal (all words and copies together), names as in the netlist]
| name | flops |
|---|---|
| ele2_asyn | 32 |
| Rx_data_temp | 40 |
| ele1_meta | 32 |
| conf0_meta | 32 |
| ele1 | 32 |
| conf0 | 32 |
| ele2_meta | 32 |
| conf0_asyn | 32 |
| ele1_asyn | 32 |
| Rx_count | 6 |
| conf1 | 32 |
| conf1_meta | 32 |
| ele2 | 32 |
| conf1_asyn | 32 |
[final cells by class]
type	instances	share of cell area
sequential	430	0.632
multi-input combinational	188	0.120
clock buffer	78	0.104
timing repair buffer	139	0.0832
tap	539	0.0396
clock inverter	34	0.0209
inverter	2	0.000441
[power groups by stage]
stage | sequential, uW | combinational [uW] | clock [uW]
global route | 6670 | 2010 | 5730
finish | 6420 | 1840 | 5300
CTS | 6480 | 1890 | 5540
[Yosys cell counts, drive strengths merged]
library cell,count
nand2,1
nor2,3
ha,2
mux2,168
inv,3
buf,17
and4b,2
xor2,4
dfrtp,430
and3,1
nor3,1
nand3,3
xnor2,2
nand4,1
clkbuf,3
[kinds of logic (layout without fill, tap and decap cells)]
kind of cell | after synthesis | after routing
flops | 430 | 430
fa+ha+maj | 2 | 2
buf+inv | 23 | 253
xor+xnor | 6 | 6
mux | 168 | 168
simple gates | 12 | 12
[final timing paths]
| check | endpoint | from | slack [ps] | depth (start not counted) |
|---|---|---|---|---|
| worst max-delay path | Rx_data_temp[31]$_DFFE_PN0N_ | SPI_CS | 1820 | 4 |
| worst min-delay path | Rx_data_temp[0]$_DFFE_PN0N_ | SPI_CS | 280 | 4 |
| worst max register to register | ele1_asyn[23]$_DFFE_PN0P_ | Rx_count[0]$_DFF_PP0_ | 2470 | 7 |
| worst min register to register | conf0_meta[29]$_DFF_PN0_ | conf0_asyn[29]$_DFFE_PN0P_ | 320 | 0 |
| max in group clk0 | ele1_asyn[23]$_DFFE_PN0P_ | IC_addr[0] | 1970 | 6 |
| max in group asynchronous | Rx_count[5]$_DFF_PP0_ | SPI_CS | 2310 | 4 |
| max in group clk2 | ele1[31]$_DFF_PN0_ | ele1_meta[31]$_DFF_PN0_ | 4170 | 0 |
| min in group clk2 | conf0_meta[29]$_DFF_PN0_ | conf0_asyn[29]$_DFFE_PN0P_ | 320 | 0 |
| min in group asynchronous | ele2[16]$_DFF_PN0_ | resetn | 330 | 1 |
| min in group clk0 | ele1_asyn[20]$_DFFE_PN0P_ | Rx_data_temp[20]$_DFFE_PN0N_ | 370 | 1 |
Power figures rest on the tool's default switching activity, not on a simulated workload.
