[flow/run.sh]
#!/bin/bash
# OpenROAD 26Q1-2900-gdf79404cd8, Yosys 0.63+post, stock flow scripts
make -C /OpenROAD-flow-scripts/flow DESIGN_CONFIG=/design/flow/config.mk WORK_HOME=/design/flow/orfs finish
[flow/config.mk]
export PLATFORM = sky130hd
export DESIGN_NAME = sar5
export DESIGN_NICKNAME = sar5
export VERILOG_FILES = /design/flow/design.v
export SDC_FILE = /design/flow/constraint.sdc
export NUM_CORES = 4
export LEC_CHECK = 1
export CORE_AREA = 10 10 70 70
export DIE_AREA = 0 0 80 80
[flow/constraint.sdc]
current_design sar5

set clk_period 2.5
set clk_io_pct 0.2

create_clock -name clk0 -period $clk_period [get_ports {clk}]

set non_clock_inputs [all_inputs -no_clocks]
set_input_delay [expr $clk_period * $clk_io_pct] -clock clk0 $non_clock_inputs
set_output_delay [expr $clk_period * $clk_io_pct] -clock clk0 [all_outputs]
[flow/design.v]
module sar5(
clk,
comp,
resetn,
sar,
sar_serial,
start_ready);
input clk;
input comp;
input resetn;
output [4:0] sar;
output sar_serial;
output start_ready;
reg [2:0] counter; 
reg [4:0] dac_test;
reg [4:0] dac;
reg sar_serial;
wire ready;
always @(posedge clk or negedge resetn) 
begin
	if (!resetn) begin
		dac <= 0;
		counter <= 5;		
	end else begin
		if (counter == 0) begin
			dac <= 0;
			counter <= 5;			
		end else begin 
			counter <= counter - 1;
			if (comp) begin
				dac[counter - 1] <= 1;
				sar_serial <= 1;
			end else begin
				dac[counter - 1] <= 0;			
				sar_serial <= 0;
			end
		end
	end
end
assign start_ready = (counter == 3'b101);
always @(counter)
begin
	case(counter)
		3'b101:  dac_test = 5'b10000;
		3'b100:  dac_test = 5'b01000;
		3'b011:  dac_test = 5'b00100;
		3'b010:  dac_test = 5'b00010;
		3'b001:  dac_test = 5'b00001;	
		default: dac_test = 5'b00000;	
	endcase
end
assign sar = dac_test | dac;
endmodule
==> ci_impl_report.md <==
## Implementation flow summary

| Metric | Value |
|---|---|
| Pleak | `0.423 nW` |
| Peak Freq | `0.422 GHz` |
| Floorplan Utilization | `0.206` |
| Hold WS | `0.528 ns` |
| Slew Limit Headroom | `0.613` |
| Post-synth regs | `9` |
| Hold_buf cts | `0` |
| Yosys stat area | `703 um2` |
| Root Driver | `clkbuf_4` |
| DRT Pass-1 Iters | `4` |
| DRT Wirelength | `1430 um` |
| Crit path launch type | `flip-flop` |
| Synth area leader | `dfrtp_1` |
| Antenna Nets Post-Route | `0` |
| CTS Buffer Depth | `2` |
| Die Y-Extent | `80 um` |
| Sequential area share after synthesis | `0.331` |
| Tool Warnings | `30` |
| DR WL/cell | `11.1 um` |
| Max-slew violation count | `0` |
| First-pass GRT wire length | `2420 um` |
| Ys cells | `66` |
| Worst r2r path cells | `9` |
| RePlAce Congestion | `0.792` |
| # DRC | `0` |
| Max_cap viols | `0` |
| Die X | `80 um` |
| R2r setup slk | `0.13 ns` |
| Hold Violations, Final | `0` |
| Clock-pin transition on the worst setup and hold timing paths | `0.06 ns` |
| Worst Max-Slew Pin Slew | `0.577 ns` |
| Routed vias/inst | `3.99` |
| Vias in the first global route | `536` |
| Fin Clk Skew | `0.000213 ns` |
| CP Class | `reg -> reg` |
| CTS tree | `built` |
| Warnings, synthesis | `1` |
| FF-to-FF End | `dac[0]$_DFF_PN0_` |
| Min cycle time layout | `2.37 ns` |
| Setup TNS | `0 ns` |
| Syn avg cell area | `10.7 um2` |
| Gr ovfl total | `0` |
| IO buf count | `9` |
| Pwr dens | `288 mW/mm2` |
| Gr usage total | `0.0460` |
| Ratio of cells with drive above 1 in the final layout | `0.337` |
| Top-level I/O count | `10` |
| Crit. End Element | `flip-flop` |
| Crit path DAT | `2.51 ns` |
| Final setup fails | `0` |
| Pin count of the biggest net entering global routing | `12` |
| Final period utilization | `0.947` |
| Synth top area share | `0.214` |
| Worst endpoint required time | `2.64 ns` |
| RSZ-0062 raised after global routing | `no` |
| Synth cell types | `28` |
| Initial antenna violation count | `0` |
| Total CTS buffers | `3` |
| Die area | `0.00640 mm2` |
| Hold Path Class | `in -> async` |
| Skew-Pair Late Insertion Delay | `0.25 ns` |
| Top cells, area | `dfrtp_1 (21%), ha_1 (20%), dfstp_2 (7.5%), mux2i_1 (7.1%), nand2b_1 (4.4%)` |
| VDD IR max | `214 uV` |
| Critical R2R Launch | `counter[0]$_DFF_PN1_` |
| Syn Std Cell Area | `703 um2` |
| Synthesis-to-finish area growth | `41.1%` |
| Row cnt | `21` |
| Vias | `515` |
| 1st-iter DRT viols | `11` |
| CTS sink count | `9` |
| Mapped Cells | `66` |
| Dpl hpwl | `1120 um` |
| H-tree Lvls | `1` |
| CP max FO | `5` |
| Outcome | `completed` |
| Antenna fix cells | `0` |
| Core Region | `0.00342 mm2` |
==> through the flow <==
stage | setup slack [ns] | cell area [um2] | std cells | power [mW] | util
after global placement | 0.0505 | 903 | 122 | 0.180 | 0.264
after detailed placement | 0.0462 | 903 | 122 | 0.180 | 0.264
final | 0.133 | 992 | 129 | 0.286 | 0.290
after floorplan | 0.0138 | 752 | 66 | 0.160 | -
after CTS | 0.0292 | 930 | 126 | 0.292 | 0.272
after global routing | 0.00913 | 992 | 129 | 0.303 | 0.290
==> synthesized netlist by cell type (all sizes together) <==
cell / n
or2: 2
xnor2: 1
and2: 1
edfxtp: 1
nand4: 1
nor2: 2
dfrtp: 6
mux2: 1
xor2: 1
nand4bb: 1
ha: 11
nand3b: 1
nor3: 1
nor4: 2
nand3: 5
or3b: 1
nand2: 1
or4b: 1
and3: 1
nor2b: 1
o21bai: 1
buf: 1
dfstp: 2
a21o: 3
nor4b: 1
mux2i: 5
nand2b: 5
inv: 6
==> sequential cells by signal, indices dropped and copies added, names as in the netlist <==
| name | count |
|---|---|
| counter | 3 |
| sar_serial | 1 |
| dac | 5 |
==> worst max-delay path: stages, from the launching register on <==
cell     delay, ns
dfstp_2       0.53
inv_2         0.06
ha_4          0.17
ha_4          0.30
nand3_4       0.09
ha_4          0.27
or4b_4        0.45
nor3_2        0.12
nand4_1       0.13
mux2i_1       0.13
==> logic make-up after synthesis <==
| kind of cell | Yosys count | share of synthesized area |
|---|---|---|
| AOI/OAI and AO/OA | 4 | 0.0427 |
| xor gates and xnor gates | 2 | 0.0249 |
| adders and majority gates | 11 | 0.196 |
| buffers and inverters | 7 | 0.0391 |
| DFF | 9 | 0.331 |
| muxes | 6 | 0.0872 |
| and+or+nand+nor | 27 | 0.279 |
==> area by class of cell <==
class                           instances  area, um2
Fill cell                             372       2420
Multi-Input combinational cell         50        522
Sequential cell                         9        233
Timing Repair Buffer                   14        128
Tap cell                               46       57.6
Clock buffer                            4       26.3
Inverter                                6       26.3
==> power breakdown <==
part	leakage, nW	switching, mW	internal, mW
Clock	0.0150	0.0487	0.0614
Sequential	0.103	0.00236	0.153
Combinational	0.304	0.00605	0.0148
Total	0.423	0.0571	0.229
==> how the worst max path moves through the flow <==
stage | depth (start not counted) | slack (ns) | start | to
6_report | 9 | 0.13 | counter[0]$_DFF_PN1_ | dac[0]$_DFF_PN0_
5_1_grt | 9 | 0.009 | counter[0]$_DFF_PN1_ | dac[0]$_DFF_PN0_
4_1_cts | 9 | 0.03 | counter[0]$_DFF_PN1_ | dac[4]$_DFF_PN0_
==> per-layer routing <==
metal,GRT usage,up-vias,share of wire
met2,0.0706,8,0.43
met3,0.0148,0,0.048
met4,0.00704,0,0
met5,0,-,0
li1,-,267,-
met1,0.0625,240,0.52
==> layout by cell type, fill, tap and decap left out, types with 3 or more instances in the layout <==
cell type | netlist | routed
mux2i_1 | 5 | 5
ha_1 | 11 | 7
clkbuf_4 | 0 | 3
dfrtp_1 | 6 | 6
a21o_1 | 3 | 3
nand2b_1 | 5 | 5
inv_1 | 6 | 3
ha_4 | 0 | 4
clkdlybuf4s50_1 | 0 | 9
nand3_1 | 5 | 3
buf_4 | 0 | 5
==> repair_timing <==
action / 4_1_cts / 5_1_grt
buffers inserted: 0 / 3
resized: 0 / 7
setup endpoints to repair: 0 / 3
Power and IR drop assume default switching activity.
